===== /design/flow/config.mk =====
export PLATFORM = sky130hd
export DESIGN_NAME = serial
export DESIGN_NICKNAME = serial
export VERILOG_FILES = /design/flow/design.v
export SDC_FILE = /design/flow/constraint.sdc
export NUM_CORES = 4
export LEC_CHECK = 1
export CORE_AREA = 10 10 84 84
export DIE_AREA = 0 0 94 94

===== /design/flow/constraint.sdc =====
current_design serial

set clk_period 1.5
set clk_io_pct 0.2

create_clock -name clk0 -period $clk_period [get_ports {clk}]

set non_clock_inputs [all_inputs -no_clocks]
set_input_delay [expr $clk_period * $clk_io_pct] -clock clk0 $non_clock_inputs
set_output_delay [expr $clk_period * $clk_io_pct] -clock clk0 [all_outputs]

===== /design/flow/design.v =====
`timescale 1ns / 1ps
 module serial (clk, reset, loaden_o, serdes_factor,serial_data_out,parallel_data_in);
input clk;
input reset;
input loaden_o;
input serdes_factor;
input [7:0] parallel_data_in;
output reg serial_data_out;
reg [7:0] sft_reg;
reg [3:0] count_ps;
always @ ( posedge clk or negedge reset)
begin
  if (!reset)
  begin
  sft_reg  =10'b0;
  count_ps = 'b0;
  end
else
begin  if(loaden_o == 1'b1)
      sft_reg = parallel_data_in;
     else
     begin
      serial_data_out = sft_reg[0];
      if (serdes_factor == count_ps)
      count_ps =1'b0 ;
      else 
      begin 
      sft_reg = {sft_reg,sft_reg[7:1]};
      count_ps = count_ps + 1;
      end
     end
end
end
endmodule	

===== /design/flow/run.sh =====
#!/bin/bash
# OpenROAD 26Q1-2900-gdf79404cd8, Yosys 0.63+post, stock flow scripts
make -C /OpenROAD-flow-scripts/flow DESIGN_CONFIG=/design/flow/config.mk WORK_HOME=/design/flow/orfs finish

==> results.ini <==
[pwr]
power.density_nw_per_um2 = 1460
power.total_uw = 1420
irDropWorstVdd_v = 0.000480
p_leak_uw = 0.000384
power_frac_seq = 0.376
p_clk_frac = 0.215
swShare = 0.319
p_int_uw = 965
power_frac_comb = 0.409
p_switching_uw = 451

[detailed_routing]
final_antenna_net_count = 0
diodes = 0
dr.pass1.iters = 4
num_vias = 531
drt-initial-drc-count = 31
post_drt_wl_per_cell_microns = 10.7
route.detailed.drc = 0
routed_wl_microns = 1590
viasPerCell = 3.56

[timing]
timing.fmax_mhz = 676
period_needed_ns = 1.48
drv_slew = 0
tns_ns = 0
final-setup-viol-count = 0
finClkSkew_ns = 0.000482
rsz0062_at_grt = true
fin_crit_sh = 0.987
setup_slack_ns = 0.0201
final_hold_viol_count = 0
slew_headroom = 0.762
tightest_slew_ns = 0.357

[synthesis]
ys_cells = 60
yosysWarnings = 1
synth.top_cell.area_share = 0.423
async_reset_ff_frac = 0.923
syn_inst = 60
largest_area_cell = dfrtp_1
synth.area.top_cells = dfrtp_1, a221o_1, and2b_2, nor3b_1, buf_6
syn_area_sq_um = 711
yosys_area_sq_um = 711
edf_count = 1
synth_cell_types = 22
ys_seq_frac = 0.465
syn_area_per_cell_sq_um = 11.8
flop_cell = dfrtp_1
synth_flops = 13

[worst_setup_path]
worstPathRequired_ns = 1.62
critPathCaptureType = register
cp_max_fo = 8
rrSetupSlack_ns = 0.02
cp.arrival_ns = 1.60
crit_type = reg2reg
crit_path_start_kind = register

[final_layout]
fillers = 571
seqCellArea_sq_um = 330
logic_area_sq_um = 324
stdcell_area_sq_um = 970
area_delta_synth_final_pct = 36.4
largest_register_ffs = 8
drive_gt1_frac = 0.278

[clock_tree]
cts_root_buf = clkbuf_8
cts_buffers = 3
htree_levels = 1
cts_sinks = 13
clk_latency_ns = 0.24
clkTransAtPathRegs_ns = 0.05
clk_path_buf_depth = 2
cts_tree = built
cts_setup_buffers = 0

[run_status]
outcome = finished, final reports clean

[place]
post_dp_cell_area_sq_um = 923
place_ws_ns = -0.368
port_buffers = 12
place.gp.congestion = 0.785
detailed_place_hpwl_microns = 1240

[floorplan]
core_sq_um = 5200
die_y_microns = 94
initial_utilization = 0.137
die_w_microns = 94
pin_count = 13
die-area_sq_um = 8840
num_rows = 26

[min_path]
worstHoldPathType = in2async

[job]
maxCapViolCount = 0
log.warning_count = 26

[global_route]
grt_pass1_vias = 576
grt_max_degree = 14
antenna_found_initial = 0
grt-ovfl-total = 0
grt_usage = 0.0376
grt_pass1_wl_microns = 2690

[what timing repair did]
item	CTS	global route
hold buffers	0	0
endpoints found under the setup margin	9	5
resized	3	0
[final cells by class]
class                   instances  share of cell area
multi-input cells              41               0.334
flip-flops and latches         13               0.341
inverters                       1             0.00387
clock buffers                   4              0.0465
repair buffers                 20               0.185
well taps                      70              0.0903
[worst paths after layout]
check / startpoint / depth (start not counted) / endpoint
worst max-delay path: count_ps[2] / 3 / sft_reg[1]
worst min-delay path: reset / 2 / count_ps[0]
worst max register to register: count_ps[2] / 3 / sft_reg[1]
worst min register to register: sft_reg[0] / 0 / serial_data_out
max in group asynchronous: reset / 2 / sft_reg[3]
min in group clk0: sft_reg[0] / 0 / serial_data_out
[worst max-delay path, stage by stage (launching register included)]
cell and delay, ns:
dfrtp_1 0.39, or3_4 0.39, or2_4 0.28, a221o_1 0.30
[cell families after synthesis]
logic type                 Yosys count  synth area share
and+or+nand+nor                     25             0.262
DFF                                 13             0.465
adders and majority gates            1            0.0176
buffers and inverters                6            0.0827
xor gates and xnor gates             2            0.0247
AOI/OAI and AO/OA                   13             0.148
[through the flow]
step	instances	hold WS, ns	util
floorplan	60	0.00441	-
global placement	145	0.454	0.177
detailed placement	145	0.449	0.177
CTS	149	0.421	0.186
global route	149	0.448	0.186
finish	149	0.401	0.186
[power by group through the flow]
| stage | Sequential, uW | Clock [uW] | Combinational, uW |
|---|---|---|---|
| final | 533 | 304 | 580 |
| after global routing | 546 | 339 | 635 |
| after CTS | 533 | 310 | 582 |
[routing by layer]
metal | global-route usage | vias up | share of wire
met1 | 0.0489 | 262 | 0.49
met5 | 0 | - | 0
li1 | - | 254 | -
met4 | 0.00506 | 0 | 0
met3 | 0.0234 | 0 | 0.091
met2 | 0.0530 | 15 | 0.42
[cells in the final DEF (no fill, tap or decap)]
cell             count
clkbuf_8             3
or2_2                1
a221o_1              8
nand2_1              2
dlygate4sd2_1        1
nor2b_1              1
edfxtp_1             1
xnor2_1              1
and2b_1              1
or2_4                1
ha_1                 1
nor3b_1              8
o21ai_0              5
clkdlybuf4s50_1     11
nand4b_1             1
xor2_1               1
nor2_1               1
and2b_2              7
or3_2                1
or3_4                1
dfrtp_1             12
clkbuf_1             1
inv_1                1
buf_4                8
[Yosys cell counts, types with 2 or more instances]
master,n
nor3b_1,8
and2b_2,7
o21ai_0,5
buf_6,3
nand2_1,2
dfrtp_1,12
a221o_1,8
