==> design.v <==
`timescale 1ns / 1ps
module clock_divider(clk_out,clk_in);
	input clk_in;
	output reg clk_out;
	reg [3:0] i=0;
	always@(posedge clk_in)
	begin
		i = i+1;
		if(i<6)
		clk_out <= 0;
		else 
		clk_out <= 1;
		if(i==10)
		i = 0;
	end
endmodule
`timescale 1ns / 1ps
module encoder(DOUT,DIN,CLK,RST,KIN);
	input[7:0] DIN;
	input RST,CLK,KIN;
	output reg[9:0] DOUT;
	reg [2:0] din3;
	reg [4:0] din5;
	reg [3:0]i;
	reg [2:0]count0,count1;
	reg[3:0] dout;
	reg[5:0] dout5;
	reg rd;
	parameter s0=0,s1=1,s2=2,s3=3,s4=4,s5=5,s6=6,s7=7,s8=8,s9=9,s10=10,s11=11,s12=12,s13=13,s14=14,s15=15,s16=16,s17=17,s18=18,s19=19,s20=20,s21=21,s22=22,s23=23,s24=24,s25=25,s26=26,s27=27,s28=28,s29=29,s30=30,s31=31;
	always@(posedge CLK,posedge RST)
	begin
		if(RST)
		begin
			rd<=1;
			count1<=0;
			count0<=0;
			DOUT <= 0;
		end 
		else
		begin
			din3<=DIN[7:5];
			din5<=DIN[4:0]; 
			if(KIN==0) 
			begin
			case(din3)
				s0: if(rd)
				dout<=0100;
				else
				dout<=1011;
				s1:  dout<=1001;
				s2:  dout<=0101;
				s3: if(rd)
				dout<=0011;
				else
				dout<=1100;
				s4: if(rd)
				dout<=0010;
				else
				dout<=1101;
				s5:  dout<=1010;
				s6:  dout<=0110;
				s7: if(rd)
				dout<=0001;
				else
				dout<=1110;
		endcase
		case(din5)
			s0:if(rd==0)
				dout5<= 100111;
				else
	         dout5<=011000;
			s1:if(rd==0) 
				dout5<= 011101;
				else 
				dout5<= 100010;
			s2:if(rd==0)
            dout5<= 101101;
				else
    		   dout5<= 010010;
			s3:dout5<=110001;
			s4:if(rd==0)
				dout5<=110101; 
				else
            dout5<=001010;
			s5:dout5<=101001;
			s6:dout5<=011001;
			s7:if(rd==0)
				dout5<=111000;
				else
            dout5<=000111;
			s8:if(rd==0)
            dout5<=111001;
				else
	         dout5<=000110;
			s9:dout5<=100101;
			s10:dout5<=010101;
			s11:dout5<=110100;
			s12:dout5<=001101;
			s13:dout5<=001100;
			s14:dout5<=011100;
			s15:if(rd==0)
				 dout5<= 010111;
				 else
	          dout5<=101000;
			s16:if(rd==0)
             dout5<= 011011;
	          else
	          dout5<=100100;
			s17:dout5<=100011;
			s18:dout5<=010011;
			s19:dout5<=110010;
			s20:dout5<=001011;
			s21:dout5<=101010;
			s22:dout5<=011010;
			s23:if(rd==0)
             dout5<= 111010;
				 else
	          dout5<=000101;
			s24:if(rd==0)
             dout5<= 110011;
				 else
	          dout5<=001100;
         s25:dout5<=100110;
         s26:dout5<=010110;
			s27:if(rd==0)
             dout5<= 110110;
	          else
	          dout5<=001001;
			s28:dout5<=001110;
			s29:if(rd==0)
				 dout5<= 101110;
	          else
	          dout5<=010001;
			s30:if(rd==0)
             dout5<= 011110;
	          else
	          dout5<=100001;
			s31:if(rd==0)
             dout5<= 101011;
	          else
	          dout5<=010100;
		endcase
	end
	else
	begin
		case(din3)
		s0: if(rd)
          dout<=0100;
	       else
          dout<=1011;
		s1: if(rd)
	       dout<=1001;
			 else
          dout<=0110;			 
      s2: if(rd)
	       dout<=0101;
			 else
          dout<=1010;			 
      s3: if(rd)
          dout<=0011;
	       else
          dout<=1100;
      s4: if(rd)
          dout<=0010;
	       else
          dout<=1101;
      s5: if(rd)
	       dout<=1010;
			 else
          dout<=0101;			  
		s6: if(rd)
	       dout<=0110;
			 else
          dout<=1001;			 
		s7: if(rd)
          dout<=1000;
	       else
          dout<=0111;
    endcase
	 case(din5)
		s28: if(rd)
	        dout5<=001111;
	  	     else
           dout5<=110000;
		s23: if(rd)
           dout5<=111010;
           else
           dout5<=000101;
		s27: if(rd)
           dout5<=110110;
           else
           dout5<=001001;
		s29: if(rd)
           dout5<=101110;
           else
       	  dout5<=010001;
      s30: if(rd)
           dout5<=011110;
           else
           dout5<=100001;
    endcase	
   end	 
  DOUT[9:4]<=dout5;
  DOUT[3:0]<=dout;
	for(i=0;i<10;i=i+1)
	begin
	 if(DOUT[i]==1'b0)
	  count0<=count0+1'b1;
	 else
     count1<=count1+1'b1;
   end
	if(count0==count1)
		rd<=rd;
	else
		rd<=~rd; 	
	end
	end
endmodule
`timescale 1ns / 1ps
module parallel_to_serial(sr_out,pr_in,clk,rst,flag);
	input [9:0] pr_in;
	input clk,rst;
	output reg sr_out;
	reg [31:0] pckt_count;
	reg [3:0] i;
	output reg flag;
	always@(posedge clk,posedge rst)
	begin
		if(rst)
		begin
			i <= 0;
			sr_out <= 0;
			pckt_count <= 0;
			flag <= 0;
		end
		else
		begin
			sr_out <= pr_in[i];
			i <= i + 1'b1;
			if(i==10) 	
			begin
				i <= 0;
				pckt_count <= pckt_count + 1;
				sr_out <=0;
				flag <= 1;				
			end
			else flag <= 0;
		end
	end
endmodule
`timescale 1ns / 1ps
module scrambler(s_out,k_out,s_in,k_in,clk,rst);
	input clk,rst,k_in;
	input [7:0] s_in;
	output reg [7:0] s_out;
	output reg k_out;
	reg [15:0] q;
	reg [3:0]i;
	wire x1,x2,x3;
	xor(x1,q[2],q[15]);
	xor(x2,q[3],q[15]);
	xor(x3,q[4],q[15]);
	always@(posedge clk, posedge rst)
	begin
		if(rst)
		begin
			q <= 16'h FFFF;
			i <= 0;
			s_out <= 0;
			k_out <= 0;
		end
		else
		begin
			q <= {q[14:5],x3,x2,x1,q[1:0],q[15]};
			s_out[i] <= s_in[i] ^ q[15];
			i <= i + 1'b1;
			k_out <= k_in;
			if(i==8)
			i <= 0;
		end
	end
endmodule
`timescale 1ns / 1ps
module topmodule_transmitterr(d_in,k_in,clk,rst,d_out);
	input [7:0] d_in;
	input clk,rst,k_in;
	output d_out;
	wire clk_e;
	wire [7:0] s_out;
	wire [9:0] e_out;
	scrambler s1(s_out,k_out,d_in,k_in,clk,rst);
	clock_divider c1(clk_e,clk);
	encoder e1(e_out,s_out,clk_e,rst,k_in);
	parallel_to_serial p1(d_out,e_out,clk,rst,flag);
endmodule
==> run.sh <==
#!/bin/bash
# OpenROAD 26Q1-2900-gdf79404cd8, Yosys 0.63+post, stock flow scripts
make -C /OpenROAD-flow-scripts/flow DESIGN_CONFIG=/design/flow/config.mk WORK_HOME=/design/flow/orfs finish
==> config.mk <==
export PLATFORM = sky130hd
export DESIGN_NAME = topmodule_transmitterr
export DESIGN_NICKNAME = topmodule_transmitterr
export VERILOG_FILES = /design/flow/design.v
export SDC_FILE = /design/flow/constraint.sdc
export NUM_CORES = 4
export LEC_CHECK = 1
export CORE_UTILIZATION = 40
==> constraint.sdc <==
current_design topmodule_transmitterr

set clk_period 4.1
set clk_io_pct 0.2

create_clock -name clk0 -period $clk_period [get_ports {clk}]

set non_clock_inputs [all_inputs -no_clocks]
set_input_delay [expr $clk_period * $clk_io_pct] -clock clk0 $non_clock_inputs
set_output_delay [expr $clk_period * $clk_io_pct] -clock clk0 [all_outputs]
==> impl_report.txt <==
IMPLEMENTATION SUMMARY REPORT
----------------------------------------------------
[Power]
  Switching power share of the total ........................ 0.222
  Clock power share ........................ 0.384
  Worst IR drop on VDD ........................ around 0.16 mV
  NetSw ........................ 153 uW
  Flop pwr share ........................ 0.560
  Design internal power ........................ 535 uW
  Leakage Power ........................ 1.54 nW
  Power density normalized to cell area ........................ between 150 and 200 nW/um^2
  Post-layout power ........................ 688 uW
  Combinational cell fraction of total power ........................ 0.056

[Finish]
  Most frequent logic cell in the layout ........................ dfrtp_1
  Filler cell count in the final layout ........................ 865
  Final core occ ........................ 0.441
  Area growth, synth to finish ........................ 7.21%
  Multi-input gate area ........................ 1700 sq um
  Fin cells ........................ 493
  Layout cells sized above 1 ........................ 0.129
  Most frequent cells in the layout ........................ dfrtp_1 (33), nand2_1 (32), a21oi_1 (25)
  Register area ........................ 1910 sq um

[Setup path]
  Top fanout value on the critical path ........................ 6
  CP top delay family ........................ multiplexers
  Worst setup path class ........................ in -> reg
  Reg-to-reg endpoint ........................ s1.s_out[1]$_DFF_PP0_
  Kind of launch point of the worst setup path ........................ primary input
  Critical path's largest stage delay ........................ approximately 0.55 ns
  Max stage delay cell, worst path ........................ mux4_1
  Data arrival at the endpoint of the critical path ........................ around 2.8 ns
  Count of buffer and inverter cells on the critical path ........................ 1
  Reg2reg path depth ........................ 5
  Cells along the critical path ........................ clkdlybuf4s50_1, mux4_1, mux2i_4, mux2i_1, nand3_1, o2bb2ai_1
  Setup slack, reg-to-reg ........................ 1.75 ns
  Crit end category ........................ register
  Start of the worst register-to-register path ........................ s1.i[0]$_DFF_PP0_
  CP required ........................ between 4 and 5 ns

[STA]
  Unrepaired setup endpoints after global routing ........................ no
  Final worst path period share ........................ 0.625
  Minimum clock period ........................ 2.56 ns
  Count of final hold-check violations ........................ 0
  Post-route setup TNS ........................ 0 ns
  Final-report setup violation count ........................ 0
  Slew headroom ........................ 0.404
  Number of unconstrained endpoints ........................ around 53
  Actual slew at the worst max-slew pin ........................ 0.894 ns
  Max frequency ........................ 390 MHz
  Number of register pins that no clock reaches ........................ 35
  Setup Skew ........................ 0.00515 ns
  Max-slew violations ........................ 0

[Run]
  Count of tool warnings ........................ 30
  Number of maximum-capacitance constraint violations ........................ 0

[Synthesis]
  Largest type area fraction ........................ 0.217
  Count of different cell masters after synthesis ........................ approximately 59
  Synthesized flop and latch total ........................ between 70 and 80
  Dominant register cell in the synthesized netlist ........................ dfrtp_1
  Top cells by area ........................ dfrtp_1 (22%), edfxtp_1 (14%), dfstp_2 (12%)
  Seq share, synth ........................ 0.503
  Total standard cell area after synthesis ........................ 3800 sq um
  Yosys Instances ........................ 370
  Chip area in the Yosys report ........................ 3800 sq um
  Post-synthesis cell count ........................ approximately 370
  Count of yosys warnings during synthesis ........................ 6
  Post-Syn Area per Cell ........................ 10.3 sq um
  Post-synth tally of flip-flops with integrated enable ........................ 18
  Cell type with the highest aggregate area in the netlist ........................ dfrtp_1
  Async set or reset register ratio after synthesis ........................ 0.685

[Drt]
  Drc violations ........................ 0
  Average detailed-routed wire length per instance ........................ 13.0 microns
  Mean number of vias per cell ........................ 5.34
  Antenna diode instance count ........................ 0
  Routed WL ........................ 6390 microns
  Detailed-routing iteration count for the pre-antenna-repair pass ........................ 4
  Highest routed layer ........................ met4
  Wire length on met3 ........................ 181 microns
  Met1 wire length ........................ ~3200 microns
  DR vias ........................ around 2600
  Residual antenna-violating net count after detailed routing ........................ 0
  DR WL met2 ........................ approximately 3000 microns
  Initial drt markers ........................ 187

[Clock network]
  Worst-Skew Late Latency ........................ 0.29 ns
  Number of hold-repair buffers added at the cts stage ........................ 0
  Reg clk slew, reported paths ........................ about 0.07 ns
  Cell chosen for the clock root ........................ clkbuf_8
  Max Buffers Root-to-Sink ........................ 2
  Post-cts gate resize count ........................ 0
  CTS tree ........................ done
  CTS H-tree depth ........................ 2
  TritonCTS buffer count ........................ 5
  Number of buffers added for setup after CTS ........................ 0

[Die]
  FP Core Util ........................ 0.411
  Number of ports placed on the die boundary ........................ 12
  Die area ........................ 9900 sq um
  Floorplan die height ........................ a little under 100 microns
  Die width ........................ 99.5 microns
  Row count ........................ 35
  Core footprint ........................ 9240 sq um

[Worst hold path]
  Worst Min Path Start ........................ s1.q[14]$_DFF_PP1_
  Worst hold path type ........................ reg -> reg
  Endpoint with the worst hold slack ........................ s1.q[15]$_DFF_PP1_
  Worst Hold Path Cells ........................ 0

[GRT]
  Wire length of the first global-routing pass ........................ 11200 microns
  Maximum number of pins on one net before global-route repair ........................ 44
  Number of global-route vias before repair ........................ 2417
  Overflow after GRT ........................ 0
  Antenna violations before repair ........................ 0
  All-layer global routing usage ........................ 0.142

[Placed design]
  Post-DP HPWL ........................ 4280 microns
  Routability-driven placement congestion ratio ........................ 0.822
  # port buffers ........................ 11
  Placed Cells incl. Taps ........................ 485

[Status]
  Result of the run ........................ finished clean

----------------------------------------------------
[worst max path at each step]
stage / from / to / slack, ns / depth (start not counted)
5_1_grt: d_in[1] / s1.s_out[1]$_DFF_PP0_ / 1.40 / 6
4_1_cts: d_in[1] / s1.s_out[1]$_DFF_PP0_ / 1.54 / 6
6_report: d_in[1] / s1.s_out[1]$_DFF_PP0_ / 1.54 / 6
[flip-flops by register name, indices dropped and copies added, names as in the netlist, 5 cells and up]
signal    count
s1.q         16
e1.DOUT      10
s1.s_out      8
e1.dout5      6
e1.din5       5
[power groups by stage]
stage,Sequential [mW],Clock [mW],Combinational [mW]
after global routing,0.386,0.294,0.0434
after CTS,0.385,0.277,0.0399
final,0.385,0.265,0.0386
[per-layer routing]
metal  global-route usage  vias to the layer above
met1                0.227                     1267
met4              0.00905                        0
met3               0.0193                        6
met5                    0                        -
met2                0.230                       37
li1                     -                     1321
[metrics by stage]
step	area (sq um)	hold slack [ns]	setup slack, ns
after global routing	4080	0.364	1.40
after CTS	4080	0.353	1.54
final	4080	0.355	1.54
after floorplan	3800	0.345	1.79
after global placement	3980	0.347	1.26
after detailed placement	3980	0.347	1.25
[layout make-up]
| type | instances | area share |
|---|---|---|
| Tap cell | 129 | 0.0396 |
| Inverter | 16 | 0.0147 |
| Multi-Input combinational cell | 251 | 0.417 |
| Clock inverter | 2 | 0.00307 |
| Clock buffer | 6 | 0.0203 |
| Timing Repair Buffer | 16 | 0.0362 |
| Sequential cell | 73 | 0.469 |
[cell usage after synthesis (all sizes together) (2+ instances only)]
| master | count |
|---|---|
| dfrtp | 33 |
| nand2 | 32 |
| a21oi | 25 |
| o21ai | 22 |
| nor2 | 20 |
| clkbuf | 18 |
| edfxtp | 18 |
| dfstp | 17 |
| inv | 16 |
| nand3 | 13 |
| buf | 12 |
| xnor2 | 12 |
| xor2 | 12 |
| nor3 | 11 |
| ha | 9 |
| a211oi | 7 |
| a32o | 7 |
| a31oi | 6 |
| mux2i | 6 |
| nand2b | 6 |
| nor4 | 6 |
| dfxtp | 5 |
| mux2 | 5 |
| nor2b | 5 |
| mux4 | 4 |
| o22ai | 4 |
| nand4 | 3 |
| o2bb2ai | 3 |
| a22oi | 2 |
| a2bb2oi | 2 |
| and2 | 2 |
| and3 | 2 |
| o211ai | 2 |
| o31ai | 2 |
| or2 | 2 |
| or3 | 2 |
[cell families after synthesis]
kind of cell    share of synthesized area
simple gates                        0.136
buf+inv                            0.0500
flops                               0.503
compound gates                      0.167
mux                                0.0586
xor+xnor                           0.0553
fa+ha+maj                          0.0296
[worst register-to-register path: cells and delay by family, from the launching register on]
family,cells,cell delay (ns)
mux,3,1.33
flops,1,0.62
simple gates,1,0.17
compound gates,1,0.16
Power figures rest on the tool's default switching activity, not on a simulated workload.
